==> flow/design.v <==
`timescale 1ns/1ps
module alu(
           clk,            
           rst_n,          
           src1,           
           src2,           
           ALU_control,    
           result,         
           zero,           
           cout,           
           overflow        
           );
input           clk;
input           rst_n;
input  [32-1:0] src1;
input  [32-1:0] src2;
input   [4-1:0] ALU_control;
output [32-1:0] result;
output          zero;
output          cout;
output          overflow;
reg    [32-1:0] result;
reg             zero;
reg             cout;
reg             overflow;
wire   [32-1:0] res;
wire   [1:0]    oper = ALU_control[1:0];   
wire a_in = ALU_control[3];
wire b_in = ALU_control[2];
wire [31:0]carry;
always@( posedge clk or negedge rst_n ) 
begin
	if(!rst_n) begin
		result <= 0;
        zero <= 0;
        cout <= 0;
        overflow <= 0;
	end
	else begin
		result <= res;
		zero <= ~|res;
		overflow <= carry[31] ^ carry[30];
		if (oper == 2'b10) begin
            cout <= carry[31];
        end
        else begin
            cout <= 0;
        end
	end
end
alu_top alu0( .src1(src1[0]), .src2(src2[0]), .less(set), .A_invert(a_in), .B_invert(b_in),
				  .cin(ALU_control[2]), .operation(oper), .result(res[0]), .cout(carry[0]) );
alu_top alu1( .src1(src1[1]), .src2(src2[1]), .less(0), .A_invert(a_in), .B_invert(b_in),
	 		     .cin(carry[0]), .operation(oper), .result(res[1]), .cout(carry[1]) );
alu_top alu2( .src1(src1[2]), .src2(src2[2]), .less(0), .A_invert(a_in), .B_invert(b_in),
	 		     .cin(carry[1]), .operation(oper), .result(res[2]), .cout(carry[2]) );
alu_top alu3( .src1(src1[3]), .src2(src2[3]), .less(0), .A_invert(a_in), .B_invert(b_in),
	 		     .cin(carry[2]), .operation(oper), .result(res[3]), .cout(carry[3]) );
alu_top alu4( .src1(src1[4]), .src2(src2[4]), .less(0), .A_invert(a_in), .B_invert(b_in),
	 		     .cin(carry[3]), .operation(oper), .result(res[4]), .cout(carry[4]) );
alu_top alu5( .src1(src1[5]), .src2(src2[5]), .less(0), .A_invert(a_in), .B_invert(b_in),
	 		     .cin(carry[4]), .operation(oper), .result(res[5]), .cout(carry[5]) );
alu_top alu6( .src1(src1[6]), .src2(src2[6]), .less(0), .A_invert(a_in), .B_invert(b_in),
	 		     .cin(carry[5]), .operation(oper), .result(res[6]), .cout(carry[6]) );
alu_top alu7( .src1(src1[7]), .src2(src2[7]), .less(0), .A_invert(a_in), .B_invert(b_in),
	 		     .cin(carry[6]), .operation(oper), .result(res[7]), .cout(carry[7]) );
alu_top alu8( .src1(src1[8]), .src2(src2[8]), .less(0), .A_invert(a_in), .B_invert(b_in),
	 		     .cin(carry[7]), .operation(oper), .result(res[8]), .cout(carry[8]) );
alu_top alu9( .src1(src1[9]), .src2(src2[9]), .less(0), .A_invert(a_in), .B_invert(b_in),
	 		     .cin(carry[8]), .operation(oper), .result(res[9]), .cout(carry[9]) );
alu_top alu10( .src1(src1[10]), .src2(src2[10]), .less(0), .A_invert(a_in), .B_invert(b_in),
	 		      .cin(carry[9]), .operation(oper), .result(res[10]), .cout(carry[10]) );	
alu_top alu11( .src1(src1[11]), .src2(src2[11]), .less(0), .A_invert(a_in), .B_invert(b_in),
	 		      .cin(carry[10]), .operation(oper), .result(res[11]), .cout(carry[11]) );
alu_top alu12( .src1(src1[12]), .src2(src2[12]), .less(0), .A_invert(a_in), .B_invert(b_in),
	 		      .cin(carry[11]), .operation(oper), .result(res[12]), .cout(carry[12]) );
alu_top alu13( .src1(src1[13]), .src2(src2[13]), .less(0), .A_invert(a_in), .B_invert(b_in),
	 		      .cin(carry[12]), .operation(oper), .result(res[13]), .cout(carry[13]) );
alu_top alu14( .src1(src1[14]), .src2(src2[14]), .less(0), .A_invert(a_in), .B_invert(b_in),
	 		      .cin(carry[13]), .operation(oper), .result(res[14]), .cout(carry[14]) );
alu_top alu15( .src1(src1[15]), .src2(src2[15]), .less(0), .A_invert(a_in), .B_invert(b_in),
	 		      .cin(carry[14]), .operation(oper), .result(res[15]), .cout(carry[15]) );
alu_top alu16( .src1(src1[16]), .src2(src2[16]), .less(0), .A_invert(a_in), .B_invert(b_in),
	 		      .cin(carry[15]), .operation(oper), .result(res[16]), .cout(carry[16]) );
alu_top alu17( .src1(src1[17]), .src2(src2[17]), .less(0), .A_invert(a_in), .B_invert(b_in),
	 		      .cin(carry[16]), .operation(oper), .result(res[17]), .cout(carry[17]) );
alu_top alu18( .src1(src1[18]), .src2(src2[18]), .less(0), .A_invert(a_in), .B_invert(b_in),
	 		      .cin(carry[17]), .operation(oper), .result(res[18]), .cout(carry[18]) );
alu_top alu19( .src1(src1[19]), .src2(src2[19]), .less(0), .A_invert(a_in), .B_invert(b_in),
	 		      .cin(carry[18]), .operation(oper), .result(res[19]), .cout(carry[19]) );
alu_top alu20( .src1(src1[20]), .src2(src2[20]), .less(0), .A_invert(a_in), .B_invert(b_in),
	 		      .cin(carry[19]), .operation(oper), .result(res[20]), .cout(carry[20]) );
alu_top alu21( .src1(src1[21]), .src2(src2[21]), .less(0), .A_invert(a_in), .B_invert(b_in),
	 		      .cin(carry[20]), .operation(oper), .result(res[21]), .cout(carry[21]) );
alu_top alu22( .src1(src1[22]), .src2(src2[22]), .less(0), .A_invert(a_in), .B_invert(b_in),
	 		      .cin(carry[21]), .operation(oper), .result(res[22]), .cout(carry[22]) );
alu_top alu23( .src1(src1[23]), .src2(src2[23]), .less(0), .A_invert(a_in), .B_invert(b_in),
	 		      .cin(carry[22]), .operation(oper), .result(res[23]), .cout(carry[23]) );
alu_top alu24( .src1(src1[24]), .src2(src2[24]), .less(0), .A_invert(a_in), .B_invert(b_in),
	 		      .cin(carry[23]), .operation(oper), .result(res[24]), .cout(carry[24]) );
alu_top alu25( .src1(src1[25]), .src2(src2[25]), .less(0), .A_invert(a_in), .B_invert(b_in),
	 		      .cin(carry[24]), .operation(oper), .result(res[25]), .cout(carry[25]) );
alu_top alu26( .src1(src1[26]), .src2(src2[26]), .less(0), .A_invert(a_in), .B_invert(b_in),
	 		      .cin(carry[25]), .operation(oper), .result(res[26]), .cout(carry[26]) );
alu_top alu27( .src1(src1[27]), .src2(src2[27]), .less(0), .A_invert(a_in), .B_invert(b_in),
	 		      .cin(carry[26]), .operation(oper), .result(res[27]), .cout(carry[27]) );
alu_top alu28( .src1(src1[28]), .src2(src2[28]), .less(0), .A_invert(a_in), .B_invert(b_in),
	 		      .cin(carry[27]), .operation(oper), .result(res[28]), .cout(carry[28]) );
alu_top alu29( .src1(src1[29]), .src2(src2[29]), .less(0), .A_invert(a_in), .B_invert(b_in),
	 		      .cin(carry[28]), .operation(oper), .result(res[29]), .cout(carry[29]) );
alu_top alu30( .src1(src1[30]), .src2(src2[30]), .less(0), .A_invert(a_in), .B_invert(b_in),
	 		      .cin(carry[29]), .operation(oper), .result(res[30]), .cout(carry[30]) );
alu_last alu31( .src1(src1[31]), .src2(src2[31]), .less(0), .A_invert(a_in), .B_invert(b_in),
					.cin(carry[30]), .operation(oper), .result(res[31]), .cout(carry[31]),
					.set(set) );
endmodule
`timescale 1ns/1ps
module alu_last(
               src1,        
               src2,        
               less,        
               A_invert,    
               B_invert,    
               cin,         
               operation,   
               result,      
               cout,        
               set
               );
input         src1;
input         src2;
input         less;
input         A_invert;
input         B_invert;
input         cin;
input [2-1:0] operation;
output        result;
output        cout;
output        set;
reg           result;
reg cout;
wire src1_temp,src2_temp;
assign src1_temp = A_invert ^ src1;
assign src2_temp = B_invert ^ src2;
assign set = src1_temp ^ src2_temp ^ cin;
always@( * )
begin
    case(operation)
		2'b00: begin
			result = src1_temp & src2_temp;
			cout = 0;
		end
		2'b01:begin
			result = src1_temp | src2_temp;
			cout = 0;
		end
		2'b10:begin
			result = src1_temp ^ src2_temp ^ cin;
			cout = (src1_temp&src2_temp) | (src1_temp&cin) | (src2_temp&cin); 
		end
		2'b11:begin
			result = less;
			cout = (src1_temp&src2_temp) | (src1_temp&cin) | (src2_temp&cin); 
		end
	endcase
end
endmodule
`timescale 1ns/1ps
module alu_top(
               src1,        
               src2,        
               less,        
               A_invert,    
               B_invert,    
               cin,         
               operation,   
               result,      
               cout        
               );
input         src1;
input         src2;
input         less;
input         A_invert;
input         B_invert;
input         cin;
input [2-1:0] operation;
output        result;
output        cout;
reg           result;
reg cout;
wire src1_temp,src2_temp;
assign src1_temp = A_invert ^ src1;
assign src2_temp = B_invert ^ src2;
always@( * )
begin
    case(operation)
		2'b00: begin
			result = src1_temp & src2_temp;
			cout = 0;
		end
		2'b01:begin
			result = src1_temp | src2_temp;
			cout = 0;
		end
		2'b10:begin
			result = src1_temp ^ src2_temp ^ cin;
			cout = (src1_temp&src2_temp) | (src1_temp&cin) | (src2_temp&cin); 
		end
		2'b11:begin
			result = less;
			cout = (src1_temp&src2_temp) | (src1_temp&cin) | (src2_temp&cin); 
		end
	endcase
end
endmodule
==> flow/run.sh <==
#!/bin/bash
# OpenROAD 26Q1-2900-gdf79404cd8, Yosys 0.63+post, stock flow scripts
make -C /OpenROAD-flow-scripts/flow DESIGN_CONFIG=/design/flow/config.mk WORK_HOME=/design/flow/orfs finish
==> flow/config.mk <==
export PLATFORM = sky130hd
export DESIGN_NAME = alu
export DESIGN_NICKNAME = alu
export VERILOG_FILES = /design/flow/design.v
export SDC_FILE = /design/flow/constraint.sdc
export NUM_CORES = 4
export LEC_CHECK = 1
export CORE_UTILIZATION = 50
==> flow/constraint.sdc <==
current_design alu

set clk_period 1.0
set clk_io_pct 0.2

create_clock -name clk0 -period $clk_period [get_ports {clk}]

set non_clock_inputs [all_inputs -no_clocks]
set_input_delay [expr $clk_period * $clk_io_pct] -clock clk0 $non_clock_inputs
set_output_delay [expr $clk_period * $clk_io_pct] -clock clk0 [all_outputs]
==> qor.csv <==
metric;value;unit
outcome;finished, violations left;
violations;hold timing, setup timing;
max-cap-violations;0;
cts_sinks;35;
syn_to_final_growth;52.8;%
worstPathArrival;16.59;ns
layout-drive-gt1-share;37.8;%
wirelength;10.1;mm
power_frac_clock;17.8;%
common_cells;inv_1 (78), ha_1 (64), xor2_1 (63), nor2b_1 (39), dfrtp_1 (35);
crit_required;1.23;ns
syn_avg_cell_area;9.62;sq um
power_frac_comb;55.4;%
drc_errors;0;
ys_types;26;
cts_tree;done;
port_buffers;104;
hold_slack;-0.138;ns
core;8300;sq um
die_h;94.9;um
pwr-share-seq;26.8;%
fin_ws;-15.36;ns
synth_top_cell_by_area;dfrtp_1;
num_io_pins;105;
max_slew_margin;64.5;%
clk_pin_slew;0.08;ns
grt_pass1_vias;3684;
critPathSlowestCell;fa_1;
fmax;61.1;MHz
first_pass_iters;4;
drt_iter0_drc;79;
grt_usage;25.5;%
cts_max_path_buffers;2;
placed_area;6550;sq um
enable_flop_cells;0;
synth_warnings;35;
hp-class;in2async;
cts_htree_levels;2;
cts-root-buf;clkbuf_8;
finalCritPeriodShare;1640;%
detailed_place_hpwl;7.90;mm
yosys.area.top_type_share;20.3;%
setup_violations;35;
fin_area;6590;sq um
max_stage_delay;0.42;ns
gp_congestion;0.920;
synth-async-reset-ratio;100;%
top_cell;inv_1;
p_int;4.12;mW
rsz0062_at_grt;yes;
ys.flops;35;
crit_top_cell;fa_2;
yosys-stat-cells;448;
start_kind;input port;
vdd_drop_max;0.000648;V
worst_slew_pin_slew;0.532;ns
ff_type;dfrtp_1;
p_leak;3.43;nW
cp_max_fo;4;
p_sw;2.10;mW
crit_type;in2reg;
min_period;16.36;ns
grt_overflow;0;
finalHoldViolations;35;
grt_start_max_net_pins;44;
numCtsBuffers;5;
synth_cells;448;
chip_area;9000;sq um
yosysChipArea;4310;sq um
tns;-295.50;ns
slew_viol_final;0;
viasPerCell;4.71;
power_density;945;nW/um^2
fp_util;51.9;%
ant_nets;0;
switching_share;33.8;%
synth_area;4310;sq um
topCellsByArea;dfrtp_1 (20%), ha_1 (19%), fa_1 (14%);
antennaDiodeCount;0;
tool_warnings;94;
die_w;94.9;um
cp-startpoint;ALU_control[3];
end_kind;flip-flop;
row_count;33;
ys_seq_share;20.3;%
vias;3574;
routedWlPerCell;13.3;um
antenna_found_initial;0;
grt_pass1_wl;17.2;mm
-- state kept, by name, summed over array words and instances, names as in the netlist --
signal    cells
cout          1
result       32
overflow      1
zero          1
-- logic make-up after synthesis --
logic type | synth area share [%]
AOI/OAI and AO/OA | 8.19
xor gates and xnor gates | 13.4
muxes | 3.31
and+or+nand+nor | 12.1
buffers and inverters | 9.72
DFF | 20.3
adders and majority gates | 33.0
-- worst max-delay path, delay by kind of cell --
| kind | cells | cell delay, ns |
|---|---|---|
| compound gates | 2 | 0.23 |
| xor+xnor | 1 | 0.12 |
| fa+ha+maj | 31 | 10.62 |
| buf+inv | 1 | 0.12 |
| mux | 1 | 0.16 |
| simple gates | 34 | 5.10 |
-- layout make-up --
type	instances	area, sq um
Multi-Input combinational cell	309	3380
Timing Repair Buffer	225	1810
Fill cell	544	1710
Sequential cell	35	876
Inverter	78	293
Tap cell	105	131
Clock buffer	6	82.6
Clock inverter	1	5.00
-- worst paths after layout --
kind,to,depth (start not counted)
min in group clk0,result[7]$_DFF_PN0_,2
max in group asynchronous,result[5]$_DFF_PN0_,2
worst max-delay path,zero$_DFF_PN0_,70
worst min-delay path,result[3]$_DFF_PN0_,2
-- power groups by stage --
stage	registers [mW]	clock network (mW)	logic, mW
6_report	1.66	1.11	3.45
5_1_grt	1.69	1.21	3.90
4_1_cts	1.67	1.15	3.43
-- placed cells by master (no fill, tap or decap), types with 5 or more instances in the layout --
master	instances
nor2b_1	35
or4_1	5
o22ai_1	10
nand2b_4	29
clkbuf_8	6
o31a_1	19
dfrtp_1	35
mux2i_1	12
buf_2	39
clkdlybuf4s50_1	60
inv_1	74
ha_1	64
fa_2	30
buf_4	119
buf_12	5
o21ai_0	19
xor2_1	61
-- routing by layer --
metal  vias up  global-route usage [%]  wire [um]
met4         0                    2.02        115
met2        90                    43.7       5080
li1       1792                       -          -
met1      1684                    37.3       4420
met5         -                       0          0
met3         8                    2.94        510
-- through the flow --
| stage | power (mW) | cells | utilization, % | setup WS, ns | hold WS [ns] |
|---|---|---|---|---|---|
| final | 6.22 | 759 | 79.3 | -15.36 | -0.138 |
| after global routing | 6.80 | 759 | 79.3 | -16.03 | -0.122 |
| after CTS | 6.25 | 758 | 78.9 | -15.48 | -0.133 |
| after detailed placement | 5.24 | 747 | 78.9 | -16.45 | 0.180 |
| after global placement | 5.18 | 747 | 78.9 | -16.42 | 0.182 |
| after floorplan | 3.44 | 448 | - | -15.92 | -0.0956 |
-- timing repair --
item / CTS / global route
gates cloned: 0 / 0
setup endpoints to repair: 70 / 42
setup buffers: 5 / 2
hold endpoints to repair: 35 / 35
resized: 133 / 10
pin swaps: 37 / 7
Power and IR drop assume default switching activity.
