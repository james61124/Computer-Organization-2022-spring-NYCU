==> design.v <==
module Forwarding_Unit(
            regwrite_mem,
            regwrite_wb,
            idex_regs,
            idex_regt,
            exmem_regd,
            memwb_regd,
            forwarda,
            forwardb
);
input       regwrite_mem, regwrite_wb;
input [4:0] idex_regs, idex_regt, exmem_regd, memwb_regd;
output [1:0] forwarda, forwardb;
reg [1:0] forwarda, forwardb;
always@(*) begin
    if(regwrite_mem == 1'b1 && idex_regs == exmem_regd && exmem_regd != 5'd0)
        forwarda <= 2'b01;
    else if(regwrite_wb == 1'b1 && idex_regs == memwb_regd && memwb_regd != 5'd0)
        forwarda <= 2'b10;
    else
        forwarda <= 2'b00;
    if(regwrite_mem == 1'b1 && idex_regt == exmem_regd && exmem_regd != 5'd0)
        forwardb <= 2'b01;
    else if(regwrite_wb == 1'b1 && idex_regt == memwb_regd && memwb_regd != 5'd0)
        forwardb <= 2'b10;
    else
        forwardb <= 2'b00;
end
endmodule
==> run.sh <==
#!/bin/bash
# OpenROAD 26Q1-2900-gdf79404cd8, Yosys 0.63+post, stock flow scripts
make -C /OpenROAD-flow-scripts/flow DESIGN_CONFIG=/design/flow/config.mk WORK_HOME=/design/flow/orfs finish
==> config.mk <==
export PLATFORM = sky130hd
export DESIGN_NAME = Forwarding_Unit
export DESIGN_NICKNAME = Forwarding_Unit
export VERILOG_FILES = /design/flow/design.v
export SDC_FILE = /design/flow/constraint.sdc
export NUM_CORES = 4
export LEC_CHECK = 1
export CORE_AREA = 10 10 70 70
export DIE_AREA = 0 0 80 80
==> constraint.sdc <==
current_design Forwarding_Unit

set clk_period 1.9
set clk_io_pct 0.2

create_clock -name clk0 -period $clk_period

set non_clock_inputs [all_inputs -no_clocks]
set_input_delay [expr $clk_period * $clk_io_pct] -clock clk0 $non_clock_inputs
set_output_delay [expr $clk_period * $clk_io_pct] -clock clk0 [all_outputs]
==> results.sh <==
# yosys + openroad results
export IMPL_period_minus_slack_ns=1.97
export IMPL_ys_chip_area_um2=256
export IMPL_crit_path_top_delay_cell="or4_4"
export IMPL_netlist_cell_type_count=8
export IMPL_min_from="exmem_regd[3]"
export IMPL_cp_depth=7
export IMPL_seq_area_um2=0
export IMPL_critPathTopFamily="simple AND/OR/NAND/NOR gates"
export IMPL_fin_ws_ns=-0.0695
export IMPL_yosys_warnings=1
export IMPL_first_iter_violations=14
export IMPL_grt_antenna_before_repair=0
export IMPL_warnings=34
export IMPL_area_delta_synth_final_pct=168
export IMPL_leakagePower_nw=0.271
export IMPL_total_power_mw=0.133
export IMPL_layout_worst_path_cycle_share_pct=104
export IMPL_track_usage_pct=3.99
export IMPL_avgSynthCellArea_um2=7.54
export IMPL_area_combinational_um2=328
export IMPL_drv_slew=0
export IMPL_violations="setup timing"
export IMPL_setup_violations=4
export IMPL_fmax_mhz=508
export IMPL_grt_pass1_wl_mm=2.10
export IMPL_worst_ir_drop_vdd_mv=0.0299
export IMPL_hold_class="in -> out"
export IMPL_dpl_cell_area_um2=634
export IMPL_slew_headroom_pct=81.5
export IMPL_cp_end_kind="output pin"
export IMPL_floorplan_core_util_pct=7.51
export IMPL_core_area_um2=3420
export IMPL_top_cells_by_area="xnor2_1 (34%), xor2_1 (34%), nand3_1 (7.8%)"
export IMPL_ff_count=0
export IMPL_io_buffers=26
export IMPL_grt_max_degree=4
export IMPL_die_area_um2=6400
export IMPL_route_detailed_drc=0
export IMPL_ios=26
export IMPL_synth_area_um2=256
export IMPL_worst_pin_slew_ns=0.277
export IMPL_path_max_fanout=2
export IMPL_worst_hold_slack_ns=1.36
export IMPL_dieWidth_um=80
export IMPL_cp_start_kind="input pin"
export IMPL_rsz0062_at_grt="yes"
export IMPL_num_rows=21
export IMPL_drive_gt1_share_pct=37.1
export IMPL_common_cells="xnor2_1 (10), xor2_1 (10), nand3_1 (4), nor3_1 (4)"
export IMPL_crit_start="exmem_regd[3]"
export IMPL_overflow=0
export IMPL_synth_area_leader_cell="xnor2_1"
export IMPL_final_area_um2=687
export IMPL_crit_arrival_ns=1.59
export IMPL_slowest_delay_ns=0.54
export IMPL_die_height_um=80
export IMPL_hpwl_mm=1.11
export IMPL_routed_wl_mm=1.40
export IMPL_place_congestion=0.835
export IMPL_top_area_share_pct=34.1
export IMPL_fin_util_pct=20.1
export IMPL_syn_inst=34
export IMPL_drt_pass1_iterations=3
export IMPL_vias_per_cell=3.41
export IMPL_wire_per_inst_um=12.1
export IMPL_crit_buf_inv=3
export IMPL_p_per_area_nw_per_um2=194
export IMPL_grt_pass1_vias=451
export IMPL_tns_ns=-0.213
export IMPL_maxCapViolCount=0
export IMPL_worstPathRequired_ns=1.52
export IMPL_dr_total_vias=396
export IMPL_fillers=374
export IMPL_hold_violations=0
export IMPL_ant_nets=0
export IMPL_status="complete, but fails checks"
export IMPL_n_clock_buffer=0
export IMPL_hold_path_depth=6
export IMPL_num_antenna_cells=0
export IMPL_crit_chain="buf_6 > or4_4 > o21ai_4 > buf_4 > nor4_4 > nor3_2 > buf_2"
export IMPL_path_class="in -> out"
export IMPL_yosys_stat_cells=34
export IMPL_synth_seq_share_pct=0
## cell families after synthesis
| group | count (synthesis) | share of synthesized area, % |
|---|---|---|
| simple gates | 12 | 26.3 |
| xor+xnor | 20 | 68.3 |
| compound gates | 2 | 5.36 |
## layout make-up
cell class	count	share of cell area [%]
Multi-Input combinational cell	34	47.7
Timing Repair Buffer	36	43.9
Tap cell	46	8.38
## metal layers
metal / GRT usage, % / routed length [um]
met1: 5.01 / 596
met2: 7.22 / 678
met3: 0.795 / 128
met4: 0 / 0
met5: 0 / 0
## layout by cell type, fill, tap and decap left out, drive strengths merged
master and count:
o21ai 2, nor3 4, clkdlybuf4s15 1, buf 16, nor4 2, xnor2 10, clkdlybuf4s50 6, or4 2
dlygate4sd2 13, nand3 4, xor2 10
## repair_timing
action / CTS / global route
resized: 47 / 5
buffers inserted: 2 / 0
endpoints found under the setup margin: 4 / 4
hold buffers: 0 / 0
pin swaps: 10 / 5
## report_power, final
part	internal, mW	switching (mW)
clock	0	0
sequential	0	0
combinational	0.0757	0.0577
total	0.0757	0.0577
## worst paths after layout
kind,to,slack (ns)
setup / recovery,forwarda[1],-0.07
hold / removal,forwarda[0],1.36
## through the flow
step	cells	setup slack, ns
final	116	-0.0695
after global routing	116	-0.136
after CTS	116	-0.0534
after detailed placement	114	-0.749
after global placement	114	-0.740
after floorplan	34	0.304
