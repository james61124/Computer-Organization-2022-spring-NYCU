`design/flow/config.mk`:
```
export PLATFORM = sky130hd
export DESIGN_NAME = Hazard_Detection
export DESIGN_NICKNAME = Hazard_Detection
export VERILOG_FILES = /design/flow/design.v
export SDC_FILE = /design/flow/constraint.sdc
export NUM_CORES = 4
export LEC_CHECK = 1
export CORE_AREA = 10 10 70 70
export DIE_AREA = 0 0 80 80
```
`design/flow/constraint.sdc`:
```
current_design Hazard_Detection

set clk_period 3.3
set clk_io_pct 0.2

create_clock -name clk0 -period $clk_period

set non_clock_inputs [all_inputs -no_clocks]
set_input_delay [expr $clk_period * $clk_io_pct] -clock clk0 $non_clock_inputs
set_output_delay [expr $clk_period * $clk_io_pct] -clock clk0 [all_outputs]
```
`design/flow/design.v`:
```
`timescale 1ns/1ps
module Hazard_Detection(
    memread,
    instr_i,
    idex_regt,
    branch,
    pcwrite,
    ifid_write,
    ifid_flush,
    idex_flush,
    exmem_flush
);
input       memread;
input [15:0]instr_i;
input [4:0] idex_regt;
input       branch;
output      pcwrite,ifid_write,ifid_flush,idex_flush,exmem_flush;
reg      pcwrite,ifid_write,ifid_flush,idex_flush,exmem_flush;
always@(*) begin
	if(branch==1'b1)begin
		pcwrite <= 1'b1;
		ifid_write <= 1'b1;
		ifid_flush <= 1'b1;
		idex_flush <= 1'b1;
		exmem_flush <= 1'b1;
	end else if(branch==1'b0)begin
		if(memread == 1'b1 && (instr_i[9:5] == idex_regt || (instr_i[4:0] == idex_regt && instr_i[15:10] != 6'b001000)))begin		
			pcwrite <= 1'b0;
			ifid_write <= 1'b0;
			ifid_flush <= 1'b0;
			idex_flush <= 1'b1;
			exmem_flush <= 1'b0;
		end
		else begin
			pcwrite <= 1'b1;
			ifid_write <= 1'b1;
			ifid_flush <= 1'b0;
			idex_flush <= 1'b0;
			exmem_flush <= 1'b0;
		end
	end
end
endmodule
```
`design/flow/run.sh`:
```
#!/bin/bash
# OpenROAD 26Q1-2900-gdf79404cd8, Yosys 0.63+post, stock flow scripts
make -C /OpenROAD-flow-scripts/flow DESIGN_CONFIG=/design/flow/config.mk WORK_HOME=/design/flow/orfs finish
```
==> run summary <==
top cells by count = xnor2_1, xor2_1, buf_4, inv_1, nand3_1
routed via count = 255
Leak Pwr = 0.167 nW
final setup fails = 0
count leader, synth = xnor2_1
Syn Area/Cell = 7.61 sq um
yosys-reported design area after synthesis = 183 sq um
worst endpoint required time = 2.64 ns
DP HPWL = 874 um
count of tool warnings = 32
CP Launch Type = primary input
ys cells = 24
Distinct lib cells used = 12
Dominant cell area share = 28.8%
CLK BUF = 0
Rel. slew slack = 75.8%
share of cells above drive strength 1 = 2.04%
grt ovf = 0
initial antenna violation count = 0
unrepaired setup endpoints after global routing = false
GP Congestion = 0.743
drt initial violations = 0
Die W = 80 um
outcome = finished clean
number of buffers added on ports = 28
full die area = 6400 sq um
Slew Viols, Final = 0
Least-Margin Pin Slew = 0.359 ns
Flop pwr share = 0%
pin count of the biggest net entering global routing = 4
ANT nets after route = 0
Area Growth Syn to Fin = 173%
FF/Latch Area = 0 sq um
CTS Hold Bufs = 0
final hold vios = 0
register area share after synthesis = 0%
Site Rows = 21
final wirelength = 881 um
vias in the first global route = 287
Pre-Repair DR Iteration Count = 1
P per Cell Area = 104 nW/um^2
area post-placement = 498 sq um
yosys warns = 1
seq_cells = 0
period utilization = 96.4%
setup TNS = 0 ns
vias per cell = 2.68
Inserted Diodes = 0
Remaining DRCs = 0
post-synthesis instance area = 183 sq um
fp util = 5.35%
global-route wire length before repair = 1400 um
setup bufs post-CTS = 0
Critical Path AT = 2.52 ns
Top area cell types = xnor2_1, xor2_1, buf_4
Peak VDD IR = 0.0000314 V
Psw = 14.9 uW
combinational power share = 100.0%
worst hold path type = in -> out
core area = 3420 sq um
Worst Path Max Fanout = 2
Max Cap Viol = 0
FMAX = 0.314 GHz
WS Path Type = in -> out
design area = 498 sq um
Post-Synthesis Cells = 24
Clock power frac = 0%
overall track demand over capacity in global routing = 2.68%
internal power = 36.6 uW
Die H = 80 um
crit path capture type = output pin
wire length per cell = 9.27 um
io pins = 28
fin crit period = 3.18 ns
top cell type by total area after synthesis = xnor2_1
Sw Ratio = 28.9%
-- timing repair --
action                                  4_1_cts  5_1_grt
resized                                       0        0
hold endpoints to repair                      0        0
endpoints found under the setup margin        0        1
-- critical path, stage by stage --
cell and delay, ns:
clkdlybuf4s50_1 0.39, or4b_1 0.53, nor3_2 0.13, nor4_1 0.08, o211ai_1 0.22, clkdlybuf4s50_1 0.51
-- power groups by stage --
stage	Sequential, mW	Combinational, mW	Clock [mW]
4_1_cts	0	0.0523	0
5_1_grt	0	0.0561	0
6_report	0	0.0516	0
-- layout by cell type (no fill, tap or decap) --
cell	n
or4b_1	1
clkdlybuf4s50_1	28
o211ai_1	1
a21o_1	1
inv_1	2
xnor2_1	6
xor2_1	4
o41ai_1	1
nand3_1	2
nor3_2	1
nor4_1	1
nor3_1	1
-- final timing paths --
kind | startpoint | to | slack (ns) | cells past startpoint
hold / removal | branch | ifid_flush | 2.18 | 2
setup / recovery | instr_i[12] | pcwrite | 0.12 | 6
-- routing by layer --
metal / track usage, % / wire, um
met1: 4.35 / 466
met5: 0 / 0
met4: 0 / 0
met2: 3.53 / 301
met3: 0.682 / 112
-- stage by stage --
stage	total power, mW	worst slack (ns)	utilization [%]	std cells	hold slack [ns]
floorplan	0.0155	1.00	-	24	1.38
global placement	0.0516	0.103	14.6	95	2.19
detailed placement	0.0521	0.0775	14.6	95	2.19
CTS	0.0523	0.0759	14.6	95	2.19
global route	0.0561	0.0115	14.6	95	2.21
finish	0.0516	0.119	14.6	95	2.18
-- logic make-up after synthesis --
logic type / share of synthesized area, %
and+or+nand+nor: 22.6
xor gates and xnor gates: 47.9
buffers and inverters: 16.4
AOI/OAI and AO/OA: 13.0
-- final cells by class --
| cell class | count | area, sq um |
|---|---|---|
| Inverter | 2 | 7.51 |
| Timing Repair Buffer | 28 | 280 |
| Fill cell | 404 | 2920 |
| Tap cell | 46 | 57.6 |
| Multi-Input combinational cell | 19 | 153 |
Power is estimated from default activity; no workload was simulated.
